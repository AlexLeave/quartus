**config.mk**
```make
export PLATFORM = sky130hd
export DESIGN_NAME = open
export DESIGN_NICKNAME = open
export VERILOG_FILES = /design/flow/design.v
export SDC_FILE = /design/flow/constraint.sdc
export NUM_CORES = 4
export LEC_CHECK = 1
export CORE_AREA = 10 10 70 70
export DIE_AREA = 0 0 80 80
```
**constraint.sdc**
```tcl
current_design open

set clk_period 2.4
set clk_io_pct 0.2

create_clock -name clk0 -period $clk_period [get_ports {clk}]

set non_clock_inputs [all_inputs -no_clocks]
set_input_delay [expr $clk_period * $clk_io_pct] -clock clk0 $non_clock_inputs
set_output_delay [expr $clk_period * $clk_io_pct] -clock clk0 [all_outputs]
```
**design.v**
```verilog
module open(clk, open_en, open_signal, r, arr);
input clk, open_en, arr; 
output open_signal;
input r;
parameter times = 5'b11001;
reg close_en;
reg open_signal;
reg[4:0] cnt = 5'b00000;
always@ (posedge clk)
begin
	if(r == 0 && open_en == 1 && arr == 1)
		open_signal = 1;
	else ;
	if(open_signal)
	begin
		if(cnt < times) cnt <= cnt+1;
		else begin 
				cnt <= 0;
				open_signal = 0;
			  end
	end
	else ;
end
endmodule
```
**run.sh**
```bash
#!/bin/bash
# OpenROAD 26Q1-2900-gdf79404cd8, Yosys 0.63+post, stock flow scripts
make -C /OpenROAD-flow-scripts/flow DESIGN_CONFIG=/design/flow/config.mk WORK_HOME=/design/flow/orfs finish
```
==> impl_metrics.toml <==
# flow metrics
[clocking]
clock_latency_ns = 0.25
cts-root-buf = "clkbuf_4"
cts_made_buffers = 3
hold_buffers = 0
post_cts_buffers = 0
clkSinkCount = 6
htreeDepth = 1
cts_resized = 0
path_clk_slew_ns = 0.05
cts_tree = "yes"
cts_buffer_depth = 2

[sta]
hold_violations = 0
min_period_over_period_pct = 63.6
skew_ns = 0.0106
fmaxAchievable_mhz = 656
tns_ns = 0
period_minus_slack_ns = 1.53
setup_viol = 0
worst_slew_pin_slew_ns = 0.525
rsz0062_at_grt = "no"
final-max-slew-violation-count = 0
timing.slew.headroom_pct = 64.9

[routing]
drt-wirelength-per-cell_um = 6.25
dr.pass1.iters = 2
drt_iter0_drc = 1
wirelength_um = 500
drc = 0
num_vias = 215
via_per_inst = 2.69
antenna_left = 0
diodes = 0

[die]
fp.dieW_um = 80
die_h_um = 80
initial_utilization_pct = 8.61
rows = 21
core-area_sq_um = 3420
dieArea_sq_um = 6400
io_pins = 5

[synthesis]
top_area_share_pct = 51.1
synthesis.area_sq_um = 294
yosysWarnings = 1
ys_seq_share_pct = 57.9
synth_cell_types = 15
area_leaders = "edfxtp_1 51%, dfxtp_1 6.8%, nor3_2 6.8%"
ys_cells = 26
synth_flops = 6
synth_top_cell_by_area = "edfxtp_1"
synthCells = 26
avgSynthCellArea_sq_um = 11.3
yosysChipArea_sq_um = 294

[critical_path]
worstPathMaxFanout = 6
startpoint_type = "input port"
criticalPathCategory = "input port to register"
endpoint_kind = "register"
arrival_ns = 1.40
crit_required_ns = 2.28

[job]
drv_cap = 0
warnings = 25

[pwr]
peakVddDrop_v = 0.000405
power-per-cell-area_nw_per_um2 = 1300
p_leak_nw = 0.138

[place]
gp_congestion = 0.723
io_buffers = 4
hpwl_um = 369

[hold_path]
hold_path.class = "register to register"

[finish]
comb_area_sq_um = 113
fin_util_pct = 12.2
area_growth_pct = 42.1
seq_area_sq_um = 170
fillCellCount = 404
drive_above_1_share_pct = 17.6

[global_routing]
grt_use_total_pct = 1.72
grt_overflow = 0
grt_pass1_wl_um = 897
grt_max_degree = 7
grt_pass1_vias = 232
antenna_found_initial = 0

[status]
status = "complete, no violations"
## logic make-up after synthesis
kind of cell	after synthesis	share of synthesized area, %
buffers and inverters	3	3.83
AOI/OAI and AO/OA	7	14.5
adders and majority gates	1	4.25
DFF	6	57.9
xor gates and xnor gates	1	2.98
and+or+nand+nor	8	16.6
## synthesized netlist by cell type (all sizes together)
| library cell | instances |
|---|---|
| nor2b | 1 |
| ha | 1 |
| nor2 | 2 |
| o21bai | 1 |
| nand4 | 1 |
| dfxtp | 1 |
| nand3 | 1 |
| edfxtp | 5 |
| inv | 3 |
| nand2 | 1 |
| o21ai | 2 |
| nor3 | 2 |
| o31a | 1 |
| a21oi | 3 |
| xnor2 | 1 |
## metal layers
| metal | up-vias | share of wire, % | GRT usage (%) |
|---|---|---|---|
| li1 | 110 | - | - |
| met1 | 96 | 44 | 1.96 |
| met2 | 9 | 41 | 2.09 |
| met3 | 0 | 15 | 1.82 |
| met4 | 0 | 0 | 0.528 |
| met5 | - | 0 | 0 |
## state kept, by name, summed over array words and instances (netlist names)
| name | count |
|---|---|
| cnt | 5 |
| open_signal | 1 |
## per-stage QoR
step                      cells  total power, mW  hold slack (ns)  worst slack [ns]  instance area [sq um]
final                        80            0.542            0.667             0.874                    418
after global routing         80            0.595            0.704             0.816                    418
after CTS                    80            0.550            0.671             0.871                    418
after detailed placement     76            0.441            0.664             0.618                    392
after global placement       76            0.437            0.650             0.614                    392
after floorplan              26            0.383            0.621              1.20                    294
## worst max-delay path: stages
cell and delay (ns):
clkdlybuf4s50_1 0.45, nand2_1 0.05, o21bai_1 0.42
## power breakdown
group	total, mW	internal (mW)	switching [mW]	leakage [nW]
logic	0.183	0.0918	0.0914	0.0654
clock network	0.102	0.0631	0.0386	0.0150
registers	0.257	0.202	0.0556	0.0579
## path summary, 6_finish.rpt
path                            slack [ns]  cells past startpoint                  from                   end
worst max-delay path                  0.87                      3                   arr  cnt[3]$_SDFFCE_PP0P_
worst min-delay path                  0.67                      2  cnt[3]$_SDFFCE_PP0P_  cnt[4]$_SDFFCE_PP0P_
worst max register to register        1.22                      3  cnt[0]$_SDFFCE_PP0P_  cnt[2]$_SDFFCE_PP0P_
worst min register to register        0.67                      2  cnt[3]$_SDFFCE_PP0P_  cnt[4]$_SDFFCE_PP0P_
## layout make-up
class | count | area share, %
tap | 46 | 13.8
multi-input combinational | 17 | 26.9
sequential | 6 | 40.7
inverter | 3 | 2.69
timing repair buffer | 4 | 9.58
clock buffer | 4 | 6.29
## placed cells by master (no fill, tap or decap)
cell type,synthesis,final
edfxtp_1,5,5
clkdlybuf4s50_1,0,4
inv_1,3,3
a21oi_1,3,3
clkbuf_4,0,3
nor3_2,2,2
nor2_1,2,2
o21ai_0,2,2
nand2_1,1,1
o21bai_1,1,1
o31a_2,1,1
nor2b_1,1,1
nand4_1,1,1
xnor2_1,1,1
nand3_1,1,1
ha_1,1,1
clkbuf_1,0,1
dfxtp_1,1,1
No activity file was given, so power comes from the tool's default toggle rates.
